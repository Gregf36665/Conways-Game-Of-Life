==> /design/flow/design.v <==
module pe (input clk, rst,
       input 		       rsel_i, csel_i,  
       input 		       rsel_o, csel_o,  
       input [2-1:0]    cmd,
       output [1-1:0] status_out,  
       input [1-1:0]  state_in,
       output reg [1-1:0] state_out,
       output 		       active,  
       input [1-1:0]  w_i, e_i, n_i, s_i,  
       input [1-1:0]  nw_i, ne_i, sw_i, se_i     
       );
   logic sel_i, sel_o;
   assign sel_i = rsel_i & csel_i;
   assign sel_o = rsel_o & csel_o;
   logic [1-1:0] 	      state, nstate;
    function [1-1:0] status_from_state;
        input [1-1:0] state;
        status_from_state = state;   
    endfunction  
    assign              status_out = status_from_state(state);
   logic [3*1:0] 			 neighbor_count;
   assign neighbor_count = w_i + n_i + e_i + s_i
      + nw_i + ne_i + sw_i + se_i;
    always_ff @(posedge clk)
        if (rst) begin 
            state <= 1'b0;
        end
        else begin 
            state <= nstate;
        end
    always_comb begin
        state_out = state;  
        nstate = state;
        if (sel_o) begin
            state_out = state;
        end
        else begin
            state_out = 0;
        end   
        case (cmd)
            2'd0: begin
                    nstate = state;   
                end
            2'd1: begin
                    if (neighbor_count < 2) nstate = 1'b0;
                    else if (neighbor_count == 2) nstate = state;
                    else if (neighbor_count == 3) nstate = 1'b1;
                    else nstate = 1'b0;
                end
            2'd3:
                if (sel_i) begin
                    nstate = state_in;
                end
                else begin
                    nstate = state;
                end
            default: begin
                nstate = state;
            end
        endcase  
   end  
   assign active = nstate != state;
endmodule  
module pe_array ( input                       clk, reset,
 		  input [2-1:0]    cmd,
		  input [1-1:0]  state_in,
		  output logic [1-1:0] state_out,
		  output logic		      active,
		  input [2-1:0]      adr_x_i,
		  input [2-1:0]      adr_y_i,
          input [2-1:0]      adr_x_o,
          input [2-1:0]      adr_y_o
		  );
   genvar i, j;
   logic [4+2-1:0][4+2-1:0][1-1:0] status_a;   
   logic [4-1:0][4-1:0] active_a;
   logic [4-1:0][4-1:0][1-1:0] state_out_a; 
    logic [4-1:0] 		csel_i;
    logic [4-1:0] 		rsel_i;
    logic [4-1:0] 		csel_o;
    logic [4-1:0] 		rsel_o;
    generate
        for (i=0; i<4; i=i+1) begin
            assign csel_i[i] = (adr_x_i == i);
            assign csel_o[i] = (adr_x_o == i);
        end
    endgenerate
    generate
        for (i=0; i<4; i=i+1) begin
            assign rsel_i[i] = (adr_y_i == i);
            assign rsel_o[i] = (adr_y_o == i);
        end
    endgenerate
    generate
        for (i=1; i<4+1; i=i+1)  
	    begin: outer
	        for (j=1; j<4+1; j=j+1)  
	        begin : inner
		    pe PE_INST (
		                .clk(clk),
		                .rst(reset),
		                .rsel_i(rsel_i[(j-1)]),
		                .csel_i(csel_i[(i-1)]),
                        .rsel_o(rsel_o[(j-1)]),
                        .csel_o(csel_o[(i-1)]),
		                .cmd(cmd),
		      	        .status_out(status_a[(i)][(j)]),
		      	        .state_in(state_in),
		                .state_out(state_out_a[(i-1)][(j-1)]),
		      	        .active(active_a[(i-1)][(j-1)]),
		      	        .w_i(status_a[i-1][j]),
		      	        .n_i(status_a[i][j-1]),
		      	        .e_i(status_a[i+1][j]),
		      	        .s_i(status_a[i][j+1]),
		      	        .nw_i(status_a[i-1][j-1]),
		      	        .ne_i(status_a[i+1][j-1]),
		      	        .se_i(status_a[i+1][j+1]),
		      	        .sw_i(status_a[i-1][j+1])
	                    );
		  end
	    end
    endgenerate
    generate
        for (i=0; i<4+2; i=i+1) begin
            assign status_a[i][0] = 1'b0;    
	        assign status_a[i][4+1] = 1'b0;   
        end
    endgenerate
    generate
        for (j=1; j<4+2; j=j+1) begin
	       assign status_a[0][j] = 1'b0;    
	       assign status_a[4+1][j] = 1'b0;   
        end
    endgenerate
    always_comb
        begin
	       integer i, j;
	       active = 0;
	       state_out = 0;
	       for (i=0; i<4-1; i=i+1) begin
	           for (j=0; j<4-1; j=j+1) begin
	               active = active | active_a[i][j];
	               state_out = state_out | state_out_a[i][j];
	           end
	       end
        end
endmodule  
==> /design/flow/run.sh <==
#!/bin/bash
# OpenROAD 26Q1-2900-gdf79404cd8, Yosys 0.63+post, stock flow scripts
make -C /OpenROAD-flow-scripts/flow DESIGN_CONFIG=/design/flow/config.mk WORK_HOME=/design/flow/orfs finish
==> /design/flow/config.mk <==
export PLATFORM = sky130hd
export DESIGN_NAME = pe_array
export DESIGN_NICKNAME = pe_array
export VERILOG_FILES = /design/flow/design.v
export SDC_FILE = /design/flow/constraint.sdc
export NUM_CORES = 4
export LEC_CHECK = 1
export CORE_UTILIZATION = 50
==> /design/flow/constraint.sdc <==
current_design pe_array

set clk_period 7.8
set clk_io_pct 0.2

create_clock -name clk0 -period $clk_period [get_ports {clk}]

set non_clock_inputs [all_inputs -no_clocks]
set_input_delay [expr $clk_period * $clk_io_pct] -clock clk0 $non_clock_inputs
set_output_delay [expr $clk_period * $clk_io_pct] -clock clk0 [all_outputs]
==> flow_metrics.tcl <==
# metrics dict for downstream scripts
set metrics [dict create \
    final.setup.tns_ns 0 \
    ys_seq_frac 0.104 \
    fin_ws_ns 1.37 \
    hold_path.class "register to register" \
    die_y_um 80.7 \
    outcome "finished clean" \
    diodes 0 \
    clk_path_buf_depth 2 \
    clock.fmax_ghz 0.156 \
    io_pins 15 \
    cts_tree "done" \
    largest_register_ffs 16 \
    drive_above_1_share 0.0443 \
    cts.sinks 16 \
    worst_ep_arrival_time_ns 4.87 \
    syn_avg_cell_area_um2 8.62 \
    synth_cell_type_count 57 \
    startpoint "outer[2].inner[3].PE_INST.state" \
    synth-edff-count 0 \
    critPathKind "register to primary output" \
    dr.first_iter.drc_count 254 \
    pre_cts_slack_ns 1.67 \
    grt_max_degree 30 \
    synth.area.top_cells "fa_1 23%, ha_1 16%, dfxtp_1 10%" \
    dieWidth_um 80.7 \
    ys.flops 16 \
    die_area_um2 6500 \
    wl_um 7530 \
    vias_per_cell 5.75 \
    track_usage 0.273 \
    slew_headroom 0.511 \
    hold_violations 0 \
    required_ns 6.24 \
    hp-start "outer[4].inner[4].PE_INST.state" \
    cts_buffers 3 \
    async_reset_ff_frac 0 \
    syn_to_final_growth_pct 6.76 \
    synth-main-ff-cell "dfxtp_1" \
    dp_hpwl_um 5870 \
    h-tree-depth 1 \
    yosys.area.top_type_share 0.233 \
    slew_violations 0 \
    drc 0 \
    finalSetupViolCount 0 \
    worst_pin_slew_ns 0.731 \
    ant_nets 0 \
    fp-row-count 28 \
    critPathLaunchType "register" \
    initial_utilization 0.519 \
    cts-root-buf "clkbuf_8" \
    drv_cap 0 \
    vias 2508 \
    holdWs_ns 0.521 \
    syn_area_um2 3090 \
    grt_pass1_wl_um 12700 \
    ir_worst_vdd_uv 85.3 \
    postCtsSetupBuffers 0 \
    insertion_delay_ns 0.26 \
    regToRegStartpoint "outer[2].inner[3].PE_INST.state" \
    portBuffers 14 \
    ctsResizeCount 0 \
    ctsHoldBuffers 0 \
    warnings 33 \
    grt_pass1_vias 2469 \
    cp_max_fo 9 \
    antenna_found_initial 0 \
    clkTransAtPathRegs_ns 0.07 \
    top_regs "outer.inner.PE_INST.state: 16 flops" \
    rsz0062_at_grt "false" \
    min_period_ns 6.43 \
    p_per_area_nw_per_um2 151 \
    gp_congestion 0.915 \
    firstDrtPassIters 4 \
    yosys_warnings 2 \
    fp.coreArea_um2 5960 \
    avgRoutedWirePerCell_um 17.3 \
    cp-end-kind "primary output" \
    finalClockPeriodUsage 0.824 \
    p_leak_nw 1.48 \
    gr-total-overflow 0 \
    yosys_area_um2 3090 \
    largest_area_cell "fa_1" \
    top_register "outer.inner.PE_INST.state" \
    finClkSkew_ns 0.00393 \
    syn_inst 359 \
    yosysCellCount 359 \
]
layer usage:
metal	wire length [um]	vias up	GRT usage
li1	-	1254	-
met3	435	4	0.0554
met1	3600	1179	0.420
met2	3450	71	0.429
met5	0	-	0
met4	43	0	0.0196
power by group:
| part | internal, mW | leakage (nW) | switching [mW] |
|---|---|---|---|
| logic | 0.141 | 1.33 | 0.173 |
| registers | 0.0908 | 0.132 | 0.0272 |
| clock network | 0.0344 | 0.0216 | 0.0327 |
| total | 0.266 | 1.48 | 0.233 |
cell type report:
class | count | area, um^2
Sequential cell | 16 | 320
Inverter | 66 | 248
Fill cell | 570 | 2650
Multi-Input combinational cell | 261 | 2450
Timing Repair Buffer | 15 | 148
Clock buffer | 3 | 41.3
Tap cell | 75 | 93.8
final timing paths:
| check | endpoint | slack, ns | depth (start not counted) |
|---|---|---|---|
| worst max-delay path | active | 1.37 | 11 |
| worst min-delay path | outer[4].inner[4].PE_INST.state | 0.52 | 2 |
| worst max register to register | outer[3].inner[2].PE_INST.state | 3.88 | 9 |
| worst min register to register | outer[4].inner[4].PE_INST.state | 0.52 | 2 |
stage by stage:
step / utilization / power (mW) / area (um^2) / instances
3_5_place_dp: 0.547 / 0.437 / 3260 / 433
6_report: 0.554 / 0.499 / 3300 / 436
2_1_floorplan: - / 0.362 / 3090 / 359
4_1_cts: 0.554 / 0.505 / 3300 / 436
3_3_place_gp: 0.547 / 0.434 / 3260 / 433
5_1_grt: 0.554 / 0.561 / 3300 / 436
cells in the final DEF (no fill, tap or decap), types with 7 or more instances in the layout:
cell	n
inv_1	66
ha_1	39
fa_1	36
nor2_1	34
nand2_1	17
dfxtp_1	16
clkdlybuf4s50_1	14
a21oi_1	13
a211oi_1	12
nor3b_1	10
nor3_1	9
nand2b_1	8
o21ai_0	7
o22ai_1	7
Yosys cell counts, drive strengths merged, types with 2 or more instances:
cell / instances
a41oi: 4
o31ai: 2
a211oi: 12
a31oi: 2
nand3b: 2
o21ai: 8
and4b: 3
nand2b: 8
buf: 7
a21oi: 13
clkbuf: 9
a2111oi: 4
or4b: 2
fa: 36
mux2: 2
nand2: 17
ha: 39
o32a: 3
o22ai: 7
inv: 66
nor3: 9
dfxtp: 16
o211ai: 3
nor2: 34
o221a: 2
nor2b: 4
nand3: 3
nor4b: 4
mux2i: 6
nor3b: 10
nor4bb: 2
critical path, stage by stage (launching register included):
cell             delay (ns)
dfxtp_1                0.59
inv_1                  0.35
fa_1                   0.63
fa_1                   0.43
fa_1                   0.41
fa_1                   0.40
o31a_1                 0.34
a2111oi_4              0.41
mux2i_1                0.21
nor4b_2                0.24
o2111ai_1              0.16
clkdlybuf4s50_1        0.44
cells by family (layout without fill, tap and decap cells):
| family | count (synthesis) | count (layout) | share of synthesized area |
|---|---|---|---|
| AOI/OAI and AO/OA | 73 | 73 | 0.181 |
| adders and majority gates | 75 | 75 | 0.391 |
| buffers and inverters | 82 | 84 | 0.104 |
| DFF | 16 | 16 | 0.104 |
| muxes | 9 | 9 | 0.0340 |
| and+or+nand+nor | 104 | 104 | 0.186 |
Power and IR drop assume default switching activity.
